==> flow/design.v <==
module seq(x, clk, reset, out);
input x, clk, reset;
output reg out;
reg [2:0] state;
parameter s0=3'b000,
	  s1=3'b001,
	  s2=3'b010,
	  s3=3'b011,
	  s4=4'b100;
always @(posedge reset or posedge clk)
	if (reset) begin state = s0; end
	else
		case (state)
			s0: begin out=0;
				if (x) state = s4; 
				else state = s1; 
			end
			s1: begin out=0;
				if (x) state = s2;
				else state = s1;
			end
			s2: begin out = 1; 
				if (x) state = s4;
				else state = s3;
			end
			s3: begin out = 1;
				if (x) state = s2;
				else state = s1;
			end
			s4: begin out = 0;
				if (x) state = s4;
				else state = s3;
			end
		endcase
endmodule
module test;
reg t_x, t_clk, t_reset;
wire t_out;
seq in1(t_x, t_clk, t_reset, t_out);
initial begin
	t_x = 0;
	t_clk = 0;
	t_reset = 1;
	#10 t_reset = 0;
	repeat (32) begin
		t_x = ~t_x;
		#10 t_clk=~t_clk;
		#10 t_clk=~t_clk;
	end
end
initial 
begin
$dumpfile("test.vcd");
$dumpvars(0, test);
$monitor("x: %b out: %b", t_x, t_out);
end
endmodule
==> flow/run.sh <==
#!/bin/bash
# OpenROAD 26Q1-2900-gdf79404cd8, Yosys 0.63+post, stock flow scripts
make -C /OpenROAD-flow-scripts/flow DESIGN_CONFIG=/design/flow/config.mk WORK_HOME=/design/flow/orfs finish
==> flow/config.mk <==
export PLATFORM = sky130hd
export DESIGN_NAME = seq
export DESIGN_NICKNAME = seq
export VERILOG_FILES = /design/flow/design.v
export SDC_FILE = /design/flow/constraint.sdc
export NUM_CORES = 4
export LEC_CHECK = 1
export CORE_AREA = 10 10 70 70
export DIE_AREA = 0 0 80 80
==> flow/constraint.sdc <==
current_design seq

set clk_period 2.0
set clk_io_pct 0.2

create_clock -name clk0 -period $clk_period [get_ports {clk}]

set non_clock_inputs [all_inputs -no_clocks]
set_input_delay [expr $clk_period * $clk_io_pct] -clock clk0 $non_clock_inputs
set_output_delay [expr $clk_period * $clk_io_pct] -clock clk0 [all_outputs]
==> flow_metrics.py <==
# Generated from Yosys and OpenROAD reports
metrics = {
    "critical_path": {
        "crit_type": "register to output pin",
        "arrival_ps": 1020,
        "critical_path.top_delay_family": "buffers and inverters",
        "cp_slowest_cell": "clkdlybuf4s50_1",
        "worstPathRequired_ps": 1600,
        "worstPathCellList": "clkdlybuf4s50_1",
        "start_kind": "register",
        "cp.buffers_inverters": 1,
        "crit_fanout": 1,
        "crit_path_end_kind": "output pin",
        "max_stage_delay_ps": 460,
    },
    "synthesis": {
        "ys.flops": 6,
        "yosys_warnings": 1,
        "ys_sh_aoi_pct": 9.41,
        "top_logic_kind": "simple AND/OR/NAND/NOR gates",
        "mux_share_pct": 0,
        "synth_area_leader_cell": "dfrtp_1",
        "xor_area_share_pct": 0,
        "adder_share_pct": 0,
        "syn-instance-count": 17,
        "ys_sh_simple_pct": 13.5,
        "synthTopCellsByArea": "dfrtp_1 (47%), edfxtp_1 (14%), dfstp_2 (12%), nor3_1 (7.1%), o21a_1 (7.1%)",
        "synthDistinctLibCells": 10,
        "yosys-stat-cells": 17,
        "ys_area_um2": 213,
        "synth-seq-area-share_pct": 73.5,
        "synth_top_area_share_pct": 47.1,
        "syn_area_per_cell_um2": 12.5,
        "synth_area_um2": 213,
    },
    "grt": {
        "grt_max_degree": 6,
        "grt_pass1_vias": 139,
        "grt_overflow": 0,
        "grt_pass1_wl_um": 586,
        "antenna_found_initial": 0,
        "track_usage_pct": 1.35,
    },
    "power": {
        "power.density_nw_per_um2": 873,
        "p_int_mw": 0.223,
        "power_switching_mw": 0.0625,
        "clock_power_share_pct": 42.9,
        "seq_power_share_pct": 49.4,
        "p_leak_nw": 0.121,
        "switching_share_pct": 21.9,
        "peakVddDrop_uv": 143,
        "comb_power_share_pct": 7.7,
    },
    "final_layout": {
        "regArea_um2": 156,
        "drive_gt1_share_pct": 16.7,
        "fill_cells": 404,
        "comb_area_um2": 52.6,
        "layout_top_cell": "dfrtp_1",
        "mostFrequentLayoutCells": "dfrtp_1 (4), nor3_1 (3), clkbuf_4 (3), clkdlybuf4s50_1 (3)",
        "areaGrowthSynthToFinish_pct": 53.5,
    },
    "place": {
        "io_buffers": 3,
        "routabilityCongestion": 0.673,
        "place_hpwl_um": 301,
    },
    "sta": {
        "fin_crit_ps": 1420,
        "setup_viol": 0,
        "rsz0062_at_grt": "no",
        "hold_viol": 0,
        "finClkSkew_ps": 11.3,
        "final_max_slew_viol_count": 0,
        "setup_tns_ps": 0,
        "timing.hold.ws_ps": 389,
        "fmax_ghz": 0.703,
        "period_used_pct": 71.1,
    },
    "clocking": {
        "cts_resized": 0,
        "clock_sinks": 6,
        "path_clk_slew_ps": 50,
        "cts_tree": "built",
        "worstSkewPairLatency_ps": 250,
        "postCtsSetupBuffers": 0,
        "cts-root-buf": "clkbuf_4",
        "numCtsBuffers": 3,
        "clock_path_buffers": 2,
        "cts_max_level": 1,
        "holdBufCountCts": 0,
    },
    "detailed_routing": {
        "firstDrtPassIters": 4,
        "initialDrtViolationCount": 15,
        "vias": 142,
        "drtAntennaViolNets": 0,
        "viasPerCell": 2.03,
        "wirelength_um": 396,
        "insertedDiodeCount": 0,
        "wl_per_cell_um": 5.66,
        "route.detailed.drc": 0,
    },
    "die": {
        "die_w_um": 80,
        "fp_util_pct": 6.23,
        "chipArea_um2": 6400,
        "io_pins": 4,
        "die_h_um": 80,
        "rows": 21,
        "fp.coreArea_um2": 3420,
    },
    "flow_run": {
        "maxCapViolCount": 0,
        "warnings": 25,
    },
    "status": {
        "outcome": "finished clean",
    },
    "worst_hold_path": {
        "min_path_type": "primary input to asynchronous set/reset pin",
    },
}
## layout make-up
cell class / count / area share [%]
Multi-Input combinational cell: 10 / 16.1
Tap cell: 46 / 17.6
Inverter: 1 / 1.15
Timing Repair Buffer: 3 / 9.20
Sequential cell: 6 / 47.9
Clock buffer: 4 / 8.05
## per-stage QoR
stage,total power [mW],setup slack [ps],util (%),std cells,cell area (um^2)
5_1_grt,0.305,543,9.56,70,327
4_1_cts,0.290,561,9.56,70,327
3_5_place_dp,0.165,738,8.79,66,300
3_3_place_gp,0.163,722,8.79,66,300
6_report,0.285,578,9.56,70,327
2_1_floorplan,0.153,1000,-,17,213
## path summary, 6_finish.rpt
kind | cells after the start | from | end | slack [ps]
max in group asynchronous | 2 | reset | state[0]$_DFF_PP1_ | 1360
min in group clk0 | 1 | state[4]$_DFF_PP0_ | state[4]$_DFF_PP0_ | 490
worst max register to register | 2 | state[3]$_DFF_PP0_ | out$_DFFE_PP_ | 950
worst min-delay path | 2 | reset | state[3]$_DFF_PP0_ | 390
worst max-delay path | 1 | out$_DFFE_PP_ | out | 580
worst min register to register | 1 | state[4]$_DFF_PP0_ | state[4]$_DFF_PP0_ | 490
## flip-flops by register name, summed over array words and instances, names as in the netlist
register,flops
state,5
out,1
## cells in the mapped netlist
cell type	count
a21oi_1	1
conb_1	1
dfrtp_1	4
dfstp_2	1
edfxtp_1	1
inv_1	1
nor2_1	2
nor3_1	3
nor4_1	1
o21a_1	2
## power groups by stage
stage,logic [mW],registers (mW),clock network (mW)
4_1_cts,0.0222,0.141,0.127
5_1_grt,0.0243,0.142,0.139
6_report,0.0220,0.141,0.122
## logic make-up (layout without fill, tap and decap cells)
group | count (synthesis) | in the layout
AOI/OAI and AO/OA | 3 | 3
buffers and inverters | 1 | 8
other | 1 | 1
DFF | 6 | 6
and+or+nand+nor | 6 | 6
## metal layers
| layer | share of wire [%] | global-route usage, % | wire [um] |
|---|---|---|---|
| met4 | 2.0 | 0.352 | 8 |
| met5 | 0 | 0 | 0 |
| met1 | 44 | 1.35 | 175 |
| met3 | 19 | 2.27 | 77 |
| met2 | 34 | 1.28 | 135 |
## worst reg2reg max path, stage by stage, from the launching register on
cell and delay, ps:
dfrtp_1 410, nor3_1 280, a21oi_1 110
No activity file was given, so power comes from the tool's default toggle rates.
